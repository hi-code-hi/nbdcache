--- /design/flow/design.v ---
module mprcIOMSHR(input clk, input reset,
    output io_req_ready,
    input  io_req_valid,
    input [39:0] io_req_bits_addr,
    input [8:0] io_req_bits_tag,
    input [4:0] io_req_bits_cmd,
    input [2:0] io_req_bits_typ,
    input  io_req_bits_kill,
    input  io_req_bits_phys,
    input [63:0] io_req_bits_data,
    input  io_acquire_ready,
    output io_acquire_valid,
    output[25:0] io_acquire_bits_addr_block,
    output[1:0] io_acquire_bits_client_xact_id,
    output[1:0] io_acquire_bits_addr_beat,
    output io_acquire_bits_is_builtin_type,
    output[2:0] io_acquire_bits_a_type,
    output[16:0] io_acquire_bits_union,
    output[127:0] io_acquire_bits_data,
    input  io_grant_valid,
    input [1:0] io_grant_bits_addr_beat,
    input [1:0] io_grant_bits_client_xact_id,
    input [3:0] io_grant_bits_manager_xact_id,
    input  io_grant_bits_is_builtin_type,
    input [3:0] io_grant_bits_g_type,
    input [127:0] io_grant_bits_data,
    input  io_resp_ready,
    output io_resp_valid,
    output[39:0] io_resp_bits_addr,
    output[8:0] io_resp_bits_tag,
    output[4:0] io_resp_bits_cmd,
    output[2:0] io_resp_bits_typ,
    output[63:0] io_resp_bits_data,
    output io_resp_bits_nack,
    output io_resp_bits_replay,
    output io_resp_bits_has_data,
    output[63:0] io_resp_bits_store_data
);
  wire is_read;
  wire [127:0] T25;
  wire req_cmd_sc;
  wire [63:0] loadgen_data;
  wire [63:0] storegen_data;
  wire [7:0] storegen_mask;
  wire [63:0] wmask;
  wire [15:0] beat_mask;
  wire [127:0] bmask;
  reg [1:0] state;
  reg [39:0] req_addr;
  reg [8:0] req_tag;
  reg [4:0] req_cmd;
  reg [2:0] req_typ;
  reg req_kill;
  reg req_phys;
  reg [63:0] req_data;
  reg [63:0] grant_word;
  assign is_read =  (req_cmd[2'h3] == 1'h1) |
                    (req_cmd == 5'b00100) |
                    (req_cmd == 5'b00000) |
                    (req_cmd == 5'b00110) |
                    (req_cmd == 5'b00111);
  assign io_req_ready = state == 2'h0;
  assign io_acquire_valid = state == 2'h1;
  assign io_resp_valid = state == 2'h3;
  assign T25 = io_grant_bits_data >> {req_addr[2'h3], 6'h0};
  assign req_cmd_sc = req_cmd == 5'b00111;
  assign wmask = {8'h0 - storegen_mask[3'h7],
                  8'h0 - storegen_mask[3'h6],
                  8'h0 - storegen_mask[3'h5],
                  8'h0 - storegen_mask[3'h4],
                  8'h0 - storegen_mask[3'h3],
                  8'h0 - storegen_mask[3'h2],
                  8'h0 - storegen_mask[3'h1],
                  8'h0 - storegen_mask[3'h0]};
  assign beat_mask = storegen_mask << {req_addr[2'h3], 3'h0};
  assign bmask = wmask << {req_addr[2'h3], 6'h0};
  assign io_acquire_bits_addr_block = req_addr[5'h1f:3'h6];
  assign io_acquire_bits_client_xact_id = 2'h2;
  assign io_acquire_bits_addr_beat = req_addr[3'h5:3'h4];
  assign io_acquire_bits_is_builtin_type = 1'h1;
  assign io_acquire_bits_a_type = is_read ? 3'h0 : 3'h2;
  assign io_acquire_bits_union = is_read ? {4'h0, req_addr[2'h3:1'h0], req_typ, 6'h0} : {beat_mask, 1'h0};
  assign io_acquire_bits_data = {storegen_data, storegen_data} & bmask;
  assign io_resp_bits_addr = req_addr;
  assign io_resp_bits_tag = req_tag;
  assign io_resp_bits_cmd = req_cmd;
  assign io_resp_bits_typ = req_typ;
  assign io_resp_bits_data = loadgen_data;
  assign io_resp_bits_nack = 1'h0;
  assign io_resp_bits_replay = io_resp_valid;
  assign io_resp_bits_has_data = is_read;
  assign io_resp_bits_store_data = req_data;
  mprcLoadGen loadgen(
  .typ(req_typ),
  .addr(req_addr),
  .data_in({64'h0, grant_word}),
  .zero(req_cmd_sc),
  .data_out(loadgen_data),
  .data_word( )
  );
  mprcStoreGen storegen(
  .typ(req_typ),
  .addr(req_addr),
  .data_in({64'h0, req_data}),
  .data_out(storegen_data),
  .mask(storegen_mask),
  .data_word( )
  );
  always @(posedge clk) begin
    if(io_req_ready & io_req_valid) begin
      req_data <= io_req_bits_data;
      req_cmd <= io_req_bits_cmd;
      req_addr <= io_req_bits_addr;
      req_typ <= io_req_bits_typ;
      req_tag <= io_req_bits_tag;
      req_kill <= io_req_bits_kill;
      req_phys <= io_req_bits_phys;
    end
    if((state == 2'h2) & io_grant_valid & is_read) begin
      grant_word <= T25[6'h3f:1'h0];
    end
    if(reset) begin
      state <= 2'h0;
    end else if(io_resp_ready & io_resp_valid) begin
      state <= 2'h0;
    end else if((state == 2'h2) & io_grant_valid & ~is_read) begin
      state <= 2'h0;
    end else if((state == 2'h2) & io_grant_valid & is_read) begin
      state <= 2'h3;
    end else if(io_acquire_ready & io_acquire_valid) begin
      state <= 2'h2;
    end else if(io_req_ready & io_req_valid) begin
      state <= 2'h1;
    end
  end
endmodule
module mprcLoadGen(
  input [2:0] typ,
  input [39:0] addr,
  input [127:0] data_in,
  input zero,
  output [63:0] data_word,
  output [63:0] data_out
);
wire [63:0] data_64;
wire [31:0] data_32;
wire [15:0] data_16;
wire [7:0] data_8;
reg [63:0] data;
assign sign = ~typ[2];
assign data_64 = data_in[6'h3f:1'h0];
assign data_32 = addr[2] ? data_64[6'h3f:6'h20] : data_64[5'h1f:1'h0];
assign data_16 = addr[1] ? data_32[5'h1f:5'h10] : data_32[4'hf:1'h0];
assign data_8 = addr[0] ? data_16[4'hf:4'h8] : data_16[3'h7:1'h0];
assign data_word = typ[1:0] == 2'b10 ? {32'h0 - (sign&data_32[31]),data_32}: {data_64[6'h3f:6'h20],data_32};  
assign data_out = zero ? 64'h0 : data;
always @(*) begin
  case(typ[1:0])
    2'b00: data = {56'h0 - (sign&data_8[7]), data_8};
    2'b01: data = {48'h0 - (sign&data_16[15]),data_16};
    2'b10: data = {32'h0 - (sign&data_32[31]),data_32};
    2'b11: data = data_64;
  endcase  
end
endmodule
module mprcStoreGen(
  input [2:0] typ,
  input [39:0] addr,
  input [127:0] data_in,
  output [63:0] data_out,
  output [63:0] data_word,
  output [7:0] mask
);
  wire lower0;
  wire upper0;
  wire [1:0] res0;
  wire [1:0] lower1;
  wire [1:0] upper1_tpy;
  wire [1:0] upper1;
  wire [3:0] res1;
  wire [3:0] lower2;
  wire [3:0] upper2_typ;
  wire [3:0] upper2;
  wire [63:0] align_w;
  wire [63:0] align_h;
  wire [63:0] align_B;
  wire [63:0] align_32;
  wire [63:0] align_16;
  assign lower0 = addr[1'h0] == 1'h0;
  assign upper0 = addr[1'h0] | (2'h1 <= typ[1'h1:1'h0]);
  assign res0 = {upper0, lower0};
  assign lower1 = addr[1'h1] ? 2'h0 : res0;
  assign upper1_tpy = (2'h2 <= typ[1'h1:1'h0]) ? 2'h3 : 2'h0;
  assign upper1 = addr[1'h1] ? res0 : 2'h0;
  assign res1 = {upper1 | upper1_tpy, lower1};
  assign lower2 = addr[2'h2] ? 4'h0 : res1; 
  assign upper2_typ = (2'h3 <= typ[1'h1:1'h0]) ? 4'hf : 4'h0;
  assign upper2 = addr[2'h2] ? res1 : 4'h0;
  assign mask = {upper2 | upper2_typ, lower2};
  assign align_w = {data_in[5'h1f:1'h0], data_in[5'h1f:1'h0]};
  assign align_h = {data_in[4'hf:1'h0], data_in[4'hf:1'h0], data_in[4'hf:1'h0], data_in[4'hf:1'h0]};
  assign align_B = {align_B[3'h7:1'h0], align_B[3'h7:1'h0], align_B[3'h7:1'h0], align_B[3'h7:1'h0], 
                    align_B[3'h7:1'h0], align_B[3'h7:1'h0], align_B[3'h7:1'h0], align_B[3'h7:1'h0]};
  assign align_32 = typ[1'h1:1'h0] == 2'h2 ? align_w : data_in; 
  assign align_16 = typ[1'h1:1'h0] == 2'h1 ? align_h : align_32;
  assign data_out = typ[1'h1:1'h0] == 2'h0 ? align_B : align_16;
  assign data_word = align_32; 
endmodule
--- /design/flow/run.sh ---
#!/bin/bash
# OpenROAD 26Q1-2900-gdf79404cd8, Yosys 0.63+post, stock flow scripts
make -C /OpenROAD-flow-scripts/flow DESIGN_CONFIG=/design/flow/config.mk WORK_HOME=/design/flow/orfs finish
--- /design/flow/config.mk ---
export PLATFORM = sky130hd
export DESIGN_NAME = mprcIOMSHR
export DESIGN_NICKNAME = mprcIOMSHR
export VERILOG_FILES = /design/flow/design.v
export SDC_FILE = /design/flow/constraint.sdc
export NUM_CORES = 4
export LEC_CHECK = 1
export CORE_AREA = 10 10 317 317
export DIE_AREA = 0 0 327 327
--- /design/flow/constraint.sdc ---
current_design mprcIOMSHR

set clk_period 8.7
set clk_io_pct 0.2

create_clock -name clk0 -period $clk_period [get_ports {clk}]

set non_clock_inputs [all_inputs -no_clocks]
set_input_delay [expr $clk_period * $clk_io_pct] -clock clk0 $non_clock_inputs
set_output_delay [expr $clk_period * $clk_io_pct] -clock clk0 [all_outputs]
==> run notes <==
impl run done, here's what came out: hold_ws approximately 520 ps, power per cell area between 100 and 150 nW/um^2, core area approximately 93000 sq um, clk slew on worst S/H paths roughly 90 ps, Worst Hold Class reg -> reg, Setup CP Type reg -> out, final worst-path cycle share a little under two thirds, RSZ-0062 raised after global routing false, internal power between 0.0015 and 0.002 W, CTS Hold Bufs 0, via/cell ratio ~3.5, Top Layout Cells clkdlybuf4s50_1 (617), edfxtp_1 (185), nor2_1 (142), mux2_2 (94), hpwl dp just over 50 mm, Buf+Inv Stages, Crit Path 2, Total Routing Usage GR a little under an eighth, ys cells approximately 870, Cells after Synth roughly 870, die width 327 um, Buffers on Ports 617, Final ANT Viol Nets 0, Yosys chip area around 10000 sq um, Synth-to-Final Area Change 81.1%, clock power share between 30% and 40%, Avg WL per Cell between 20 and 25 um, Avg Cell Area, Syn 11.7 sq um, Synth Warn # 11, TritonCTS clock tree done, iteration count of the initial detailed-routing pass 5, I/O Pins around 640, pre-CTS WS between 3000 and 4000 ps, minimum clock period around 5600 ps, Crit path largest cell delay 710 ps, Pins Over Slew Limit 0, CP Capture Type output pin, sequential share of power about two fifths, Worst Path Required between 6000 and 7000 ps, Worst Path Arrival 3830 ps, Area leader share between 50% and 60%, Routed WL about 65 mm, Gates resized, CTS repair 0, die area roughly 110000 sq um, Unique cell types 39, chip height about 330 um, combinational fraction of design power between 20% and 30%, initial antenna violation count 10, biggest area cells edfxtp_1 (55%), mux2_2 (10%), mux2i_1 (5.7%), Fill cells 10200, H-tree depth 4, Post-CTS Setup Bufs 0, maximum clock insertion buffer count 2, crit-path cells buf_4 > nor2b_1 > a22o_1 > nand2_1 > a21oi_1 > clkdlybuf4s50_1, Seq share, synth a little under three fifths, CP max stage cell edfxtp_1, Slew HR between 30% and 40%, end-of-flow core utilization about a fifth, Num CTS Buffers 17, layout cell share with drive strength beyond 1 12.8%, family with the most delay on the worst path buffers and inverters, Final Hold Vio Count 0, pin count of the biggest net entering global routing between 90 and 100, Initial DRC Count approximately 600, DRC Markers 0, Setup TNS 0 ps, worst skew pair latency 520 ps, cell type with the largest total area edfxtp_1, vias in the first global route around 10000, first-pass GRT wire length around 86 mm, Synthesized registers between 150 and 200, FP Util roughly 11%, GR Overflow Total 0, post-synthesis cell area 10200 sq um, Setup crit start kind flop, clk_skew roughly 17 ps, asr flop ratio synth 0%, routed vias roughly 9400, Most common reg cell edfxtp_1, Root Driver clkbuf_16, number of placement rows roughly 110, number of flops mapped to enable cells by yosys around 190, dominant logic cell type in the layout clkdlybuf4s50_1, max capacitance violation total 0, f_max 180 MHz, final setup fails 0, status finished clean, number of logged tool warnings roughly 40, GP Congestion about 0.83, worst vdd ir approximately 0.15 mV, CP max FO roughly 44, P_sw between 0.0007 and 0.0008 W, CTS Sinks 189, sw frac ~29%, Leak around 6.3 nW, Worst Tran Pin Value approximately 900 ps, PnR worst setup slack roughly 3100 ps
worst paths after layout:
check / from / end / slack (ps) / cells past startpoint
worst min-delay path: state[1] / state[1] / 520 / 2
worst max register to register: req_cmd[0] / grant_word[27] / 6130 / 5
worst min register to register: state[1] / state[1] / 520 / 2
worst max-delay path: req_addr[2] / io_resp_bits_data[17] / 3130 / 6
cell families (layout without fill, tap and decap cells):
kind of cell | Yosys count | after routing | synth area share, %
mux | 167 | 167 | 19.4
simple gates | 295 | 295 | 12.7
flops | 189 | 189 | 55.4
buf+inv | 99 | 689 | 5.40
compound gates | 121 | 121 | 7.08
other cells | 2 | 12 | 0.0738
sequential cells by signal, indices dropped and copies added (netlist names):
signal and count:
grant_word 64, req_data 64, req_addr 40, req_tag 9, req_cmd 5, state 4
req_typ 3
power by group through the flow:
| stage | Sequential, W | Clock (W) | Combinational [W] |
|---|---|---|---|
| 4_1_cts | 0.00111 | 0.000965 | 0.000723 |
| 5_1_grt | 0.00111 | 0.000987 | 0.000758 |
| 6_report | 0.00111 | 0.000913 | 0.000701 |
synth_stat cells (9+ instances only):
cell	instances
edfxtp_1	185
nor2_1	142
mux2_2	94
nand2_1	62
a21oi_1	61
mux2i_1	58
nor3_1	37
buf_4	36
and2_1	35
clkbuf_1	33
o21ai_0	24
mux4_2	15
buf_2	10
buf_1	9
layer usage:
layer  global-route usage (%)  share of wire (%)  vias to the layer above
met5                        0               0.14                        -
met4                     1.29                1.4                       14
met3                     5.72                 10                       59
met2                     18.7                 46                      501
met1                     15.1                 42                     4550
li1                         -                  -                     4319
layout make-up:
class                           instances  area (sq um)  share of cell area, %
Multi-Input combinational cell        590          4090                   22.2
Timing Repair Buffer                  650          6450                   35.0
Clock buffer                           19           443                   2.40
Clock inverter                         13           198                   1.07
Tap cell                             1254          1570                   8.51
Inverter                                7          31.3                  0.170
Sequential cell                       189          5640                   30.6
Antenna cell                            5          12.5                 0.0679
per-stage QoR:
step	instances	power [W]	cell area, sq um
after floorplan	878	0.00132	10200
after global placement	2690	0.00185	17800
after detailed placement	2690	0.00185	17800
after CTS	2722	0.00280	18400
after global routing	2722	0.00286	18400
final	2727	0.00272	18400
worst register-to-register path, cell delays in order, from the launching register on:
cell	delay [ps]
edfxtp_1	560
nor2b_1	230
o31ai_4	210
nor2b_4	220
buf_4	390
buf_4	570
Power is estimated from default activity; no workload was simulated.
